$ cat design.v
module cla_16b(sum, c_out, a, b, c_in);
    parameter   N = 16;
    output [N-1:0] sum;
    output         c_out;
    input [N-1: 0] a, b;
    input          c_in;
    wire [15:0] p, g;       
    wire [15:1] c;          
    assign p = a ^ b;       
    assign g = a & b;       
    assign c[1]  = g[0]  | (p[0]  & c_in);
    assign c[2]  = g[1]  | (p[1]  & c[1]);
    assign c[3]  = g[2]  | (p[2]  & c[2]);
    assign c[4]  = g[3]  | (p[3]  & c[3]);
    assign c[5]  = g[4]  | (p[4]  & c[4]);
    assign c[6]  = g[5]  | (p[5]  & c[5]);
    assign c[7]  = g[6]  | (p[6]  & c[6]);
    assign c[8]  = g[7]  | (p[7]  & c[7]);
    assign c[9]  = g[8]  | (p[8]  & c[8]);
    assign c[10] = g[9]  | (p[9]  & c[9]);
    assign c[11] = g[10] | (p[10] & c[10]);
    assign c[12] = g[11] | (p[11] & c[11]);
    assign c[13] = g[12] | (p[12] & c[12]);
    assign c[14] = g[13] | (p[13] & c[13]);
    assign c[15] = g[14] | (p[14] & c[14]);
    assign c_out = g[15] | (p[15] & c[15]);
    cla_4b cla0 (
        .a(a[3:0]),         
        .b(b[3:0]),         
        .c_in(c_in),        
        .sum(sum[3:0]),     
        .c_out()            
    );
    cla_4b cla1 (
        .a(a[7:4]),         
        .b(b[7:4]),         
        .c_in(c[4]),        
        .sum(sum[7:4]),     
        .c_out()            
    );
    cla_4b cla2 (
        .a(a[11:8]),        
        .b(b[11:8]),        
        .c_in(c[8]),        
        .sum(sum[11:8]),    
        .c_out()            
    );
    cla_4b cla3 (
        .a(a[15:12]),       
        .b(b[15:12]),       
        .c_in(c[12]),       
        .sum(sum[15:12]),   
        .c_out()            
    );
endmodule
module cla_4b(sum, c_out, a, b, c_in);  
    parameter   N = 4;
    output [N-1:0] sum;
    output         c_out;
    input [N-1: 0] a, b;
    input          c_in;
    wire [3:0] g, p;   
    wire [3:1] c;      
    assign g = a & b;   
    assign p = a ^ b;   
    assign c[1] = g[0] | (p[0] & c_in);
    assign c[2] = g[1] | (p[1] & c[1]);
    assign c[3] = g[2] | (p[2] & c[2]);
    assign c_out = g[3] | (p[3] & c[3]);
    fullAdder_1b fa0 (.s(sum[0]), .c_out(), .a(a[0]), .b(b[0]), .c_in(c_in));
    fullAdder_1b fa1 (.s(sum[1]), .c_out(), .a(a[1]), .b(b[1]), .c_in(c[1]));
    fullAdder_1b fa2 (.s(sum[2]), .c_out(), .a(a[2]), .b(b[2]), .c_in(c[2]));
    fullAdder_1b fa3 (.s(sum[3]), .c_out(), .a(a[3]), .b(b[3]), .c_in(c[3]));
endmodule
module cla_adder_subtractor (
    input [15:0] InA, 
    input [15:0] InB, 
    input Cin, 
    input sign, 
    output [15:0] Out, 
    output Ofl,
    output c_out
);
    wire [15:0] sum;
    wire carry_out;
    wire signed_overflow;
    cla_16b adder(.a(InA), .b(InB), .c_in(Cin), .sum(sum), .c_out(carry_out));
        assign signed_overflow = (InA[15] == 1'b1 & InB[15] == 1'b1 & sum[15] == 1'b0) ? 1'b1 :
                (InA[15] == 1'b0 & InB[15] == 1'b0 & sum[15] == 1'b1) ? 1'b1  :
                1'b0;
    assign Ofl = sign ? signed_overflow : carry_out;
    assign Out = sum;
    assign c_out = carry_out;
endmodule
module fullAdder_1b(s, c_out, a, b, c_in);
    output s;
    output c_out;
	input  a, b;
    input  c_in;
    wire S_temp, A_B_out, A_B, B_Cin_out, B_Cin,Cin_A_out,Cin_A;  
    wire out1, out2, first_two;
    xor2 ixor (.in1(a), .in2(b), .out(S_temp));
    xor2 ixor2 (.in1(S_temp), .in2(c_in), .out(s));
    nand2 inand1 (.in1(a), .in2(b), .out(A_B_out));
    not1 inot1 (.in1(A_B_out), .out(A_B));
    nand2 inand2 (.in1(b), .in2(c_in), .out(B_Cin_out));
    not1 inot2 (.in1(B_Cin_out), .out(B_Cin));
    nand2 inand3 (.in1(c_in), .in2(a), .out(Cin_A_out));
    not1 inot3 (.in1(Cin_A_out), .out(Cin_A));
    nor2 inor1(.in1(A_B), .in2(B_Cin), .out(out1));
    not1 inot4(.in1(out1), .out(first_two));
    nor2 inor2(.in1(first_two), .in2(Cin_A), .out(out2));
    not1 inot5(.in1(out2), .out(c_out));
endmodule
module nand2 (out,in1,in2);
    output out;
    input in1,in2;
    assign out = ~(in1 & in2);
endmodule
module nor2 (out,in1,in2);
    output out;
    input in1,in2;
    assign out = ~(in1 | in2);
endmodule
module not1 (out, in1);
    output out;
    input in1;
    assign out = ~in1;
endmodule
module xor2 (out,in1,in2);
    output out;
    input in1,in2;
    assign out = in1 ^ in2;
endmodule
$ cat run.sh
#!/bin/bash
# OpenROAD 26Q1-2900-gdf79404cd8, Yosys 0.63+post, stock flow scripts
make -C /OpenROAD-flow-scripts/flow DESIGN_CONFIG=/design/flow/config.mk WORK_HOME=/design/flow/orfs finish
$ cat config.mk
export PLATFORM = sky130hd
export DESIGN_NAME = cla_adder_subtractor
export DESIGN_NICKNAME = cla_adder_subtractor
export VERILOG_FILES = /design/flow/design.v
export SDC_FILE = /design/flow/constraint.sdc
export NUM_CORES = 4
export LEC_CHECK = 1
export CORE_AREA = 10 10 78 78
export DIE_AREA = 0 0 88 88
$ cat constraint.sdc
current_design cla_adder_subtractor

set clk_period 21.7
set clk_io_pct 0.2

create_clock -name clk0 -period $clk_period

set non_clock_inputs [all_inputs -no_clocks]
set_input_delay [expr $clk_period * $clk_io_pct] -clock clk0 $non_clock_inputs
set_output_delay [expr $clk_period * $clk_io_pct] -clock clk0 [all_outputs]
==> run summary <==
Post-Route WL -> 1680 um
slew margin rel. -> 91.1%
GR Overflow Total -> 0
DR iter-0 viols -> 0
die area -> 7740 sq um
first-pass GRT wire length -> 2600 um
Cell Type Count -> 5
most numerous logic cells after layout -> clkdlybuf4s50_1, fa_1, inv_1
row cnt -> 24
IO Port Bufs -> 52
endpoints failing hold -> 0
Combinational Area -> 365 sq um
Setup Slack @ Placement -> 5.58 ns
post-DR wirelength/cell -> 12.5 um
initial core utilization -> 11.8%
Area Overhead vs Synth -> 89.0%
Max Fclk -> 62.2 MHz
total vias in the final route -> 420
layout cells sized above 1 -> 0%
Post-DRT Antenna Nets -> 0
Pleak -> 0.000401 uW
cycle use final -> 74.1%
cell family with most CP delay -> adder cells
Max FO, Critical Path -> 2
antenna cells -> 0
Critical Path Slowest Stage Cell -> clkdlybuf4s50_1
Synth Instances -> 46
initial antenna violation count -> 0
worst hold path type -> input pin to output pin
PostCTS Resize Cnt -> 0
WP data arrival -> 11.73 ns
post-CTS setup buffers -> 0
RSZ-0062 raised after global routing -> false
die width -> 88 um
# IOs -> 52
DRC -> 0
iteration tally of the first detailed-router pass -> 1
sequential cells -> 0
Yosys warnings -> 0
PwrDens -> 26.8 nW/um^2
Critical Path RT -> 17.36 ns
# Cells Yosys -> 46
Mean Syn Cell Area -> 11.4 sq um
register share after synthesis -> 0%
Worst Hold Endpoint -> Ofl
Max VDD drop -> 0.00000988 V
fill count -> 456
max cap viols -> 0
GRT Total Usage -> 4.18%
synthesized area -> 523 sq um
clkbuf count -> 0
Core Region -> 4410 sq um
Die Y -> 88 um
Worst Hold Path Cells -> 3
status -> completed
final core utilization -> 22.4%
vias in the first global route -> 505
CTS Hold Bufs -> 0
Startpoint Class -> input pin
Worst path most repeated cell -> fa_1
most frequent logic cell in the layout -> clkdlybuf4s50_1
final setup margin -> 5.63 ns
crit path kind -> input pin to output pin
GP Congestion -> 0.765
Worst Hold Launch -> sign
Power Total -> 26.5 uW
final setup fails -> 0
Worst-Margin Slew -> 0.129 ns
yosys stat chip area -> 523 sq um
worst hold slack -> 9.63 ns
worst path cell trace -> clkdlybuf4s50_1, inv_1, fa_1, inv_1, fa_1, fa_1, fa_1, fa_1, fa_1, fa_1, fa_1, fa_1, fa_1, fa_1, fa_1, fa_1, fa_1, fa_1, inv_1, fa_1, mux2i_1, mux2i_1, clkdlybuf4s50_1
Worst Path Buf+Inv -> 5
slowest stage delay, CP -> 0.49 ns
Worst Setup End Kind -> output pin
largest net degree at the start of global routing -> 3
via-per-instance ratio -> 3.13
register area -> 0 sq um
setup_tns -> 0 ns
Tmin final -> 16.07 ns
tool warning count -> 34
fin. max-slew vios -> 0
dpl hpwl -> 1660 um
## synth_stat cells
master   count  area, sq um
buf_4       16          120
inv_1       10         37.5
ha_1         2         25.0
mux2i_1      2         20.0
fa_1        16          320
## worst max-delay path by stage
stage / startpoint / cells past startpoint / slack [ns] / end
6_report: InA[0] / 23 / 5.63 / Ofl
5_1_grt: InA[0] / 23 / 5.32 / Ofl
4_1_cts: InA[0] / 23 / 5.55 / Ofl
## per-stage QoR
stage / std cells / cell area, sq um
after floorplan: 46 / 523
after global placement: 134 / 988
after detailed placement: 134 / 988
after CTS: 134 / 988
after global routing: 134 / 988
final: 134 / 988
## cells by family (layout without fill, tap and decap cells)
logic type               Yosys count  count (layout)  share of synthesized area, %
multiplexers                       2               2                          3.83
adder cells (fa/ha/maj)           18              18                          66.0
buffers and inverters             26              62                          30.1
## per-layer routing
| metal | part of all wire [%] | GRT usage [%] | vias to the layer above |
|---|---|---|---|
| li1 | - | - | 186 |
| met1 | 31 | 4.30 | 182 |
| met2 | 31 | 5.82 | 52 |
| met3 | 37 | 4.96 | 0 |
| met4 | 0 | 0 | 0 |
| met5 | 0 | 0 | - |
## where the power goes
| group | internal [uW] | switching (uW) |
|---|---|---|
| sequential | 0 | 0 |
| clock | 0 | 0 |
| combinational | 19.5 | 7.04 |
## area by class of cell
type,instances,share of cell area (%)
inverters,10,3.80
multi-input cells,20,37.0
well taps,52,6.58
repair buffers,52,52.7
## worst min-delay path: stages
cell and delay [ns]:
clkdlybuf4s50_1 0.42, mux2i_1 0.12, clkdlybuf4s50_1 0.41
Power figures rest on the tool's default switching activity, not on a simulated workload.
